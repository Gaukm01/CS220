## /design/flow/design.v

```verilog
    module read (clk,row_number, valid_input,output_valid,word_out ); 
    output reg output_valid;
    output reg [31:0] word_out;
    input  valid_input, clk;
    input  [3:0] row_number;
    reg [31:0] chip [0:15];
    reg[5:0] last_open;
    reg case2, case1, open_cond;
    reg var1;
    initial begin
        chip[0]=0;
        chip[1]=1;
        chip[2]=2;
        chip[3]=3;
        chip[4]=4;
        chip[5]=5;
        chip[6]=6;
        chip[7]=7;
        chip[8]=8;
        chip[9]=9;
        chip[10]=10;
        chip[11]=11;
        chip[12]=12;
        chip[13]=13;
        chip[14]=14;
        chip[15]=15;
    case1 = 1;  
     case2 = 0;
     last_open = 20;  
     open_cond =0;
    end
    always @(posedge clk) begin
         if (case2 == 1 ) begin  
              case2 <= #1 0;
              word_out <= #1 chip[row_number];
              output_valid <= #1 1;
         end
         else if (case1 == 1) begin
              case2 <= #1 1;
              case1 <= #1 0;
         end
         else if (valid_input==1) begin
             if (last_open == row_number) begin
                 word_out <= #1 chip[row_number];
                 output_valid <= #1 1;
             end
             else if ( open_cond==0) begin
                 case2 <= #1 1;
                 last_open <= #1 row_number;
                 open_cond <= #1 1;
                 output_valid <= #1 0;
              end
              else begin
                 last_open <= row_number;
                 case1 <= #1 1;
                 output_valid <= #1 0;
              end
            end
    end
  endmodule
```

## /design/flow/run.sh

```bash
#!/bin/bash
# OpenROAD 26Q1-2900-gdf79404cd8, Yosys 0.63+post, stock flow scripts
make -C /OpenROAD-flow-scripts/flow DESIGN_CONFIG=/design/flow/config.mk WORK_HOME=/design/flow/orfs finish
```

## /design/flow/config.mk

```make
export PLATFORM = sky130hd
export DESIGN_NAME = read
export DESIGN_NICKNAME = read
export VERILOG_FILES = /design/flow/design.v
export SDC_FILE = /design/flow/constraint.sdc
export NUM_CORES = 4
export LEC_CHECK = 1
export CORE_AREA = 10 10 71 71
export DIE_AREA = 0 0 81 81
```

## /design/flow/constraint.sdc

```tcl
current_design read

set clk_period 2.3
set clk_io_pct 0.2

create_clock -name clk0 -period $clk_period [get_ports {clk}]

set non_clock_inputs [all_inputs -no_clocks]
set_input_delay [expr $clk_period * $clk_io_pct] -clock clk0 $non_clock_inputs
set_output_delay [expr $clk_period * $clk_io_pct] -clock clk0 [all_outputs]
```

==> flow_summary.json <==
{
  "p_sw_mw": 0.181,
  "rows": 22,
  "firstDrtPassIters": 4,
  "post-dp-hpwl_um": 1080,
  "arrival_ns": 1.94,
  "end_kind": "flip-flop",
  "drc_errors": 0,
  "dpl.cell_count": 123,
  "detail-route-antenna-nets": 0,
  "wl_met1_um": 440,
  "placed_area_um2": 815,
  "run_status": "completed",
  "setup_violations": 0,
  "rsz0062_at_grt": "no",
  "vias": 385,
  "top_layer": "met3",
  "yosysWarnings": 1,
  "fp_util_pct": 20.5,
  "ctsRootBufferMaster": "clkbuf_8",
  "overflow": 0,
  "slew_viol_final": 0,
  "design_area_um2": 865,
  "final.period_utilization_pct": 86.7,
  "netlist_instances": 63,
  "period_needed_ns": 1.99,
  "final_cell_count_no_fill": 127,
  "pin_count": 39,
  "netlist_area_um2": 744,
  "grt_start_max_net_pins": 8,
  "synth-seq-cells": 13,
  "syn_avg_cell_area_um2": 11.8,
  "switching_share_pct": 24.3,
  "clk_latency_ns": 0.23,
  "core_area_um2": 3630,
  "cts_tree": "done",
  "antenna_found_initial": 0,
  "p_per_area_nw_per_um2": 863,
  "clk_pin_slew_ns": 0.05,
  "diodes": 0,
  "via_per_inst": 3.03,
  "grt_pass1_wl_um": 1930,
  "layout.cells.most_common": "conb_1",
  "combPwrFrac_pct": 23.3,
  "fp.dieH_um": 81,
  "cp_top_family": "buffers and inverters",
  "tns_ns": 0,
  "seq_power_share_pct": 51.1,
  "fill_cells": 390,
  "hold_class": "flip-flop to flip-flop",
  "fmax_mhz": 502,
  "wl_met3_um": 128,
  "final_cell_mix": "30 x conb_1, 11 x edfxtp_1, 10 x clkdlybuf4s50_1, 6 x inv_1, 3 x clkbuf_8",
  "portBuffers": 10,
  "die_w_um": 81,
  "h-tree-depth": 1,
  "crit_type": "input pin to flip-flop",
  "clkSinkCount": 13,
  "ys_cells": 63,
  "drive_gt1_share_pct": 12.7,
  "slowest_stage": "clkdlybuf4s50_1",
  "worst_setup_path_start_kind": "input pin",
  "regArea_um2": 370,
  "drt_first_iter_violations": 32,
  "synthToLayoutAreaGrowth_pct": 16.1,
  "numCtsBuffers": 3,
  "log.warning_count": 25,
  "ys_types": 18,
  "clock_path_buffers": 2,
  "post_cts.repair.setup_buffers": 0,
  "ys_seq_share_pct": 49.7,
  "ir_drop_mv": 0.182,
  "skew_ns": 0.00143,
  "grt_usage_pct": 3.70,
  "cp_num_buf_inv": 3,
  "cp_max_fo": 4,
  "worst_slack_ns": 0.307,
  "floorplan.die_area_um2": 6560,
  "path_cells": "clkdlybuf4s50_1 > inv_1 > a222oi_1 > nand3_2 > o21ai_0 > buf_4",
  "comb_area_um2": 251,
  "max_stage_delay_ns": 0.52,
  "cp.required_ns": 2.25,
  "place.gp.congestion": 0.671,
  "drv_cap": 0,
  "wl_per_cell_um": 10.5,
  "place_ws_ns": -0.147,
  "cts_hold_buf": 0,
  "clockPowerShare_pct": 25.7,
  "drt-total-wl_um": 1340,
  "hold_viol_final": 0,
  "intPower_mw": 0.565,
  "yosys-stat-area_um2": 744,
  "grt_pass1_vias": 452,
  "wl_met2_um": 766,
  "leakagePower_nw": 0.359
}
-- metal layers --
| layer | GRT usage (%) | vias up |
|---|---|---|
| met2 | 7.25 | 20 |
| met1 | 3.34 | 180 |
| met4 | 0.519 | 0 |
| met5 | 0 | - |
| li1 | - | 185 |
| met3 | 1.89 | 0 |
-- cell type report --
class / instances / area share (%)
sequential: 13 / 42.8
multi-input combinational: 44 / 29.1
timing repair buffer: 12 / 13.3
tap: 48 / 6.95
clock buffer: 4 / 5.21
inverter: 6 / 2.60
-- cells by family (layout without fill, tap and decap cells) --
logic type	after synthesis	after routing	share of synthesized area, %
other cells	2	30	1.01
buf+inv	34	22	31.3
xor+xnor	1	1	1.18
compound gates	7	7	9.24
flops	13	13	49.7
simple gates	6	6	7.56
-- power by group through the flow --
stage	combinational, mW	clock (mW)	sequential [mW]
finish	0.173	0.191	0.381
global route	0.193	0.210	0.389
CTS	0.176	0.197	0.379
-- flip-flops by register name, indices dropped and copies added (netlist names) --
name,cells
case1,1
output_valid,1
word_out,4
case2,1
last_open,5
open_cond,1
-- worst min-delay path, stage by stage (launching register included) --
cell	delay (ns)
dfxtp_1	0.33
a21oi_1	0.06
o21ai_0	0.07
-- final timing paths --
kind / startpoint / endpoint / slack (ns) / cells past startpoint
worst max-delay path: row_number[3] / word_out[0]$_DFFE_PP_ / 0.31 / 6
worst min-delay path: output_valid$_SDFFE_PP1P_ / output_valid$_SDFFE_PP1P_ / 0.50 / 2
worst max register to register: last_open[3]$_DFFE_PP_ / word_out[0]$_DFFE_PP_ / 0.67 / 4
worst min register to register: output_valid$_SDFFE_PP1P_ / output_valid$_SDFFE_PP1P_ / 0.50 / 2
-- metrics by stage --
stage | utilization [%] | hold WS, ns | power (mW)
detailed placement | 22.4 | 0.473 | 0.554
floorplan | - | 0.415 | 0.482
global route | 23.8 | 0.535 | 0.792
finish | 23.8 | 0.497 | 0.746
global placement | 22.4 | 0.465 | 0.550
CTS | 23.7 | 0.493 | 0.752
-- Yosys cell counts --
library cell | count | area share, %
nand3_2 | 1 | 1.3
buf_4 | 28 | 28
conb_1 | 2 | 1.0
nor2b_2 | 1 | 1.2
inv_1 | 6 | 3.0
nand2b_1 | 1 | 0.84
a21oi_1 | 1 | 0.67
o21ai_0 | 2 | 1.3
o21a_1 | 1 | 1.0
nor3b_1 | 1 | 1.0
nor2b_4 | 1 | 1.8
dfxtp_1 | 2 | 5.4
edfxtp_1 | 11 | 44
a2111oi_4 | 1 | 3.7
and4b_1 | 1 | 1.3
xnor2_1 | 1 | 1.2
a222oi_1 | 1 | 1.3
a311oi_1 | 1 | 1.2
-- timing repair --
action                                 4_1_cts  5_1_grt
endpoints found under the hold margin        0        0
setup endpoints to repair                    0        6
gates resized                                0        1
Power is estimated from default activity; no workload was simulated.
