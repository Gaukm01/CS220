## config.mk

```make
export PLATFORM = sky130hd
export DESIGN_NAME = regfile
export DESIGN_NICKNAME = regfile
export VERILOG_FILES = /design/flow/design.v
export SDC_FILE = /design/flow/constraint.sdc
export NUM_CORES = 4
export LEC_CHECK = 1
export CORE_UTILIZATION = 50
```

## constraint.sdc

```tcl
current_design regfile

set clk_period 10.5
set clk_io_pct 0.2

create_clock -name clk0 -period $clk_period [get_ports {clk}]

set non_clock_inputs [all_inputs -no_clocks]
set_input_delay [expr $clk_period * $clk_io_pct] -clock clk0 $non_clock_inputs
set_output_delay [expr $clk_period * $clk_io_pct] -clock clk0 [all_outputs]
```

## design.v

```verilog
module alu1(in1, in2, cin, opcode, out, cout);
   input in1;
   input in2;
   input cin;
   input opcode;
   output out;
   wire out;
   output cout;
   wire cout;
   wire b;
   assign b = in2 ^ opcode;
   assign out = in1 ^ b ^ cin;
   assign cout = (in1 & b) | (b & cin) | (cin & in1);
endmodule
module alu4(in1, in2, opcode, ans);  
	input [15:0]in1;
  input [15:0]in2;
	input opcode;
	output [15:0] ans;
	wire [15:0] carry;
	wire cin;
	assign cin = opcode;
	alu1 bit0 (.in1(in1[0]) , .in2(in2[0]) , .cin(cin) , .cout(carry[0]) , .opcode(opcode) , .out(ans[0]));
	alu1 bit1 (.in1(in1[1]) , .in2(in2[1]) , .cin(carry[0]) , .cout(carry[1]) , .opcode(opcode) , .out(ans[1]));
	alu1 bit2 (.in1(in1[2]) , .in2(in2[2]) , .cin(carry[1]) , .cout(carry[2]) , .opcode(opcode) , .out(ans[2]));
	alu1 bit3 (.in1(in1[3]) , .in2(in2[3]) , .cin(carry[2]) , .cout(carry[3]) , .opcode(opcode) , .out(ans[3]));
  alu1 bit4 (.in1(in1[4]) , .in2(in2[4]) , .cin(carry[3]) , .cout(carry[4]) , .opcode(opcode) , .out(ans[4]));
	alu1 bit5 (.in1(in1[5]) , .in2(in2[5]) , .cin(carry[4]) , .cout(carry[5]) , .opcode(opcode) , .out(ans[5]));
	alu1 bit6 (.in1(in1[6]) , .in2(in2[6]) , .cin(carry[5]) , .cout(carry[6]) , .opcode(opcode) , .out(ans[6]));
	alu1 bit7 (.in1(in1[7]) , .in2(in2[7]) , .cin(carry[6]) , .cout(carry[7]) , .opcode(opcode) , .out(ans[7]));
	alu1 bit8 (.in1(in1[8]) , .in2(in2[8]) , .cin(carry[7]) , .cout(carry[8]) , .opcode(opcode) , .out(ans[8]));
	alu1 bit9 (.in1(in1[9]) , .in2(in2[9]) , .cin(carry[8]) , .cout(carry[9]) , .opcode(opcode) , .out(ans[9]));
	alu1 bit10 (.in1(in1[10]) , .in2(in2[10]) , .cin(carry[9]) , .cout(carry[10]) , .opcode(opcode) , .out(ans[10]));
	alu1 bit11 (.in1(in1[11]) , .in2(in2[11]) , .cin(carry[10]) , .cout(carry[11]) , .opcode(opcode) , .out(ans[11]));
	alu1 bit12 (.in1(in1[12]) , .in2(in2[12]) , .cin(carry[11]) , .cout(carry[12]) , .opcode(opcode) , .out(ans[12]));
	alu1 bit13 (.in1(in1[13]) , .in2(in2[13]) , .cin(carry[12]) , .cout(carry[13]) , .opcode(opcode) , .out(ans[13]));
	alu1 bit14 (.in1(in1[14]) , .in2(in2[14]) , .cin(carry[13]) , .cout(carry[14]) , .opcode(opcode) , .out(ans[14]));
	alu1 bit15 (.in1(in1[15]) , .in2(in2[15]) , .cin(carry[14]) , .cout(carry[15]) , .opcode(opcode) , .out(ans[15]));
endmodule
module regfile (in,clk,read_reg_addr_1,read_reg_addr_2,write_reg_addr,write_data,shift_len,signal,read_data_1, read_data_2,write_data_value);
input [2:0] in;  
input clk;
input [4:0] read_reg_addr_1, read_reg_addr_2;
input [4:0] write_reg_addr;
input [3:0] shift_len;  
input [15:0] write_data;
output reg signed [15:0] read_data_1;
output reg signed [15:0] read_data_2;
output reg signed [15:0] write_data_value;
output reg signal;
reg [4:0] count ; 
reg signed [15:0] inp_1,inp_2,temp_shift;
wire [15:0] ans_alu;
reg opcode;
reg signed [15:0] reg_file[0:31];
integer index;
alu4 alu4_instance (
		.in1(inp_1),
		.in2(inp_2),
		.opcode(opcode),
		.ans(ans_alu)
);
always @(posedge clk ) begin
			case (in)
			     3'b000: begin
					 			signal<= 0;  
								count <= count +1;  
								if (count ==2) begin
								   reg_file[write_reg_addr] <= write_data;  
									 count <= 0;  
									 signal <= 1;  
								end
					 end
					 3'b001: begin
					 			signal<= 0;
					 			count <= count +1;
					 			if (count ==2) begin
									read_data_1 <= reg_file [read_reg_addr_1];  
									count <= 0;
							    signal <= 1;
							end
					 end
					 3'b010: begin
					    signal<= 0;
				      count <= count +1;
				      if (count ==2) begin  
					       read_data_1 <= reg_file [read_reg_addr_1];  
								 read_data_2 <= reg_file [read_reg_addr_2];  
					       count <= 0;
					       signal <= 1;
			       end
					 end
					 3'b011: begin
					   signal<= 0;
						 count <= count +1;
						 if (count ==2) begin  
						 			read_data_1 <= reg_file [read_reg_addr_1];  
				 	 	 end
						 if (count ==4) begin  
						 			reg_file[write_reg_addr] <= write_data;  
						      count <= 0;
						      signal <= 1;
						 end
					 end
					 3'b100: begin
					 	 signal<= 0;
 						 count <= count +1;
 						 if (count ==2) begin  
 						 			read_data_1 <= reg_file [read_reg_addr_1];  
									read_data_2 <= reg_file [read_reg_addr_2];  
 				 	 	 end
 						 if (count ==4) begin  
 						 			reg_file[write_reg_addr] <= write_data;  
 						      count <= 0;
 						      signal <= 1;
 						 end
					 end
					 3'b101: begin
					    signal<= 0;
  						 count <= count +1;
  						 if (count ==2) begin  
  						 			inp_1 <= reg_file [read_reg_addr_1];  
 									  inp_2 <= reg_file [read_reg_addr_2];  
  				 	 	 end
							 if(count == 18) begin  
							 			opcode = 0;  
							 end
  						 if (count ==20) begin  
  						 			reg_file[write_reg_addr] <= ans_alu;  
										write_data_value <= ans_alu;  
										count <= 0;
	 						      signal <= 1;
  					   end
					 end
					 3'b110: begin
					 		 signal<= 0;
  						 count <= count +1;
  						 if (count ==2) begin  
  						 			inp_1 <= reg_file [read_reg_addr_1];  
 									  inp_2 <= reg_file [read_reg_addr_2];  
  				 	 	 end
							 if(count == 18) begin  
							 			opcode = 1;  
							 end
  						 if (count ==20) begin  
  						 			reg_file[write_reg_addr] <= ans_alu;  
										write_data_value <= ans_alu;  
										count <= 0;
	 						      signal <= 1;
  					   end
					 end
					 3'b111: begin
					 		 signal<= 0;
  						 count <= count +1;
  						 if (count ==2) begin  
  						 			inp_1 <= reg_file [read_reg_addr_1];  
 							 end
							 if(count == 18) begin  
							 			temp_shift <= inp_1 << shift_len;  
							 end
  						 if (count ==20) begin  
  						 			reg_file[write_reg_addr] <= temp_shift;  
										write_data_value <= temp_shift;  
										count <= 0;
	 						      signal <= 1;
  					   end
					 end
			endcase
	end
			initial begin
			     signal = 0;
					 count =0;
			     inp_1=0;
			     inp_2=0;
			     temp_shift=0;
			     for(index = 0; index < 32; index = index + 1)
						begin
							reg_file[index]=0;
						end
			end
endmodule
```

## run.sh

```bash
#!/bin/bash
# OpenROAD 26Q1-2900-gdf79404cd8, Yosys 0.63+post, stock flow scripts
make -C /OpenROAD-flow-scripts/flow DESIGN_CONFIG=/design/flow/config.mk WORK_HOME=/design/flow/orfs finish
```

==> Changelog: implementation <==
### Physical design

- Synth Warn #: 1
- Register bit total from synthesis: between 600 and 700
- Vias in the first global route: ~20,000
- Gpl congestion: 0.930
- Dominant logic cell type in the layout: edfxtp_1
- Pwr Density: between 150 and 200 nW/µm²
- Vias per cell: 6.27
- Overall Global Routing Usage: ~32%
- Finished Cell Area: between 30,000 and 40,000 µm²
- WL/cell: 29.0 µm
- TritonCTS clock tree: done
- Total gr overflow: 0
- Starting density of the core: between 50% and 60%
- Site row count: around 90
- Area of the core: 58,100 µm²
- Worst VDD drop: 0.000141 V
- Htree depth: 3
- Diode count: 0
- Max Cap Violations: 0
- Worst relative slew slack: 36.1%
- Synth cell types: about 52
- Worst min path class: flop to flop
- Final HPWL DP: 53,000 µm
- Crit-path max FO: 32
- RSZ-0062 raised after global routing: false
- Fmax achieved: 129 MHz
- Yosys stat cell total: between 2,000 and 2,500
- Initial antenna violation count: 3
- CP cell instances: buf_4 -> xor2_1 -> fa_1 -> inv_1 -> fa_1 -> fa_1 -> fa_1 -> fa_1 -> fa_1 -> fa_1 -> fa_1 -> fa_1 -> fa_1 -> fa_1 -> fa_1 -> fa_1 -> fa_1 -> xor2_1 -> xnor2_1 -> o21ai_0 -> a21oi_1 -> nor2_2 -> buf_4
- Final Hold Violation Tally: 0
- OpenROAD warning count: 30
- CTS buffer count: about 67
- Arr. time, crit path: around 8100 ps
- Nature of the critical path endpoint: flop
- Clock Path Buffers: 3
- Root Buffer: clkbuf_16
- Max Slew Vio Count: 0
- Clk_skew: about 27 ps
- CP peak stage delay: approximately 430 ps
- Period minus WS final: 7770 ps
- Ports: 88
- Largest net degree at the start of global routing: 90
- Remaining DRCs: 0
- First-pass GRT wire length: between 100,000 and 150,000 µm
- Chip area: approximately 60,000 µm²
- CP most frequent cell: fa_1
- Top Layout Cells: edfxtp_1, mux2i_1, a22oi_1, buf_4, a21oi_1
- Critical path buffers and inverters: 3
- Critical Path RT: between 10,000 and 15,000 ps
- DP Area: approximately 32,000 µm²
- Startpoint types: flop
- Outcome: finished clean
- P&R area growth vs syn: 13.6%
- Cells after synthesis: about 2,100
- Layout cells sized above 1: between 10% and 20%
- Yosys chip area: between 20,000 and 30,000 µm²
- Main flop type: edfxtp_1
- Final setup violation count: 0
- Fillers: roughly 4,400
- Port bufs: roughly 87
- Worst skew pair latency: roughly 600 ps
- Setup Fix Bufs, Post-CTS: 0
- Detailed Routing Iterations Pass 1: 5
- 1st-iter DRT viols: 1,109
- Setup TNS: 0 ps
- Via count: about 19,000
- Leak: 12.2 nW
- Hold_buf cts: 0
- Clock transition at the registers of the reported paths: 60 ps
- Crit-path slowest cell: fa_1
- Mapped cell area: between 20,000 and 30,000 µm²
- Crit path max-delay family: adder cells
- Slew @ Worst Pin: 953 ps
- Number of synthesized flops with an enable pin: about 610
- WS Path Type: flop to flop
- CTS resizes: 0
- Total Wirelength: slightly below 90,000 µm
- Async SR Flop Fraction: 0%
- Chip width: roughly 250 µm
- Final period utilization: 74.0%
- Average cell area after synthesis: approximately 14 µm²
- ANT nets after route: 0
- Die H: between 200 and 250 µm
- Clock sink count: about 620
- Sequential-to-total area share from yosys stat: 62.2%
==> logic make-up (layout without fill, tap and decap cells) <==
| group | Yosys count | in the layout | share of synthesized area (%) |
|---|---|---|---|
| adder cells (fa/ha/maj) | 21 | 21 | 1.24 |
| buffers and inverters | 184 | 323 | 3.02 |
| XOR/XNOR | 21 | 21 | 0.621 |
| multiplexers | 540 | 540 | 18.6 |
| AND/OR/NAND/NOR | 350 | 350 | 5.91 |
| flip-flops | 615 | 615 | 62.2 |
| AND-OR/OR-AND | 364 | 364 | 8.43 |
==> synthesized netlist by cell type (all sizes together), types with 6 or more instances <==
cell type  count  area (µm²)
nand2b         9        56.3
xnor2         17         149
nor2b          7        43.8
ha             7        87.6
nand4         32         200
buf          108         609
o21ai         18         101
a22o          64         561
mux4           7         158
mux2i        531        5320
a22oi        128         961
a21oi         99         495
o22ai          6        37.5
dfxtp          6         120
nand3         69         345
nor3          67         380
nand2         76         285
fa            14         280
edfxtp       609       18300
a31oi         32         200
clkbuf        52         195
inv           24        90.1
a211oi         7        52.6
nor2          62         233
==> flip-flops by register name, indices dropped and copies added, names as in the netlist <==
signal            cells
signal                1
read_data_2          16
count                 5
read_data_1          16
write_data_value     16
opcode                1
inp_2                16
temp_shift           16
reg_file            512
inp_1                16
==> where the power goes <==
part / internal [mW] / switching, mW
combinational: 0.227 / 0.407
sequential: 2.77 / 0.0269
clock: 1.25 / 0.950
==> per-layer routing <==
metal  wire [µm]  GRT usage [%]  vias up
met1       32500           45.7     9265
li1            -              -     8397
met2       39400           46.1      969
met3       11700           18.2      169
met4        3470           10.2        0
met5           0              0        -
==> area by class of cell <==
class                   instances  area (µm²)  area share, %
flip-flops and latches        615       18400           54.8
multi-input cells            1296       10500           31.3
clock buffers                  81        1770           5.27
repair buffers                184        1620           4.82
well taps                     765         957           2.85
clock inverters                34         239          0.711
inverters                      24        90.1          0.268
==> final timing paths <==
kind / from / end / slack, ps / depth (start not counted)
worst max-delay path: opcode / reg_file[3][15] / 2730 / 23
worst min register to register: count[0] / count[0] / 460 / 1
worst min-delay path: count[0] / count[0] / 460 / 1
worst max register to register: opcode / reg_file[3][15] / 2730 / 23
==> worst reg2reg max path, cell delays in order (launching register included) <==
cell      delay [ps]
edfxtp_1         340
buf_4            270
xor2_1           200
fa_1             180
inv_1             50
fa_1             410
fa_1             430
fa_1             430
fa_1             420
fa_1             420
fa_1             420
fa_1             420
fa_1             420
fa_1             420
fa_1             430
fa_1             430
fa_1             420
fa_1             410
xor2_1           160
xnor2_1          190
o21ai_0          100
a21oi_1          170
nor2_2            70
buf_4            230
==> metrics by stage <==
stage                     util [%]  power (mW)  hold WS (ps)  worst slack, ps  cells
after CTS                     57.8        5.67           462             2690   2999
after global routing          57.8        5.81           500             2290   2999
final                         57.8        5.63           464             2730   2999
after global placement        54.4        3.47           444             2660   2884
after floorplan                  -        3.23           430             2460   2095
after detailed placement      54.4        3.47           449             2720   2884
No activity file was given, so power comes from the tool's default toggle rates.
